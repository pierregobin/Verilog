<file path="flow/design.v">
module counter(out, clk, reset);
  parameter WIDTH = 8;
  output [WIDTH-1 : 0] out;
  input 	       clk, reset;
  reg [WIDTH-1 : 0]   out;
  wire 	       clk, reset;
  always @(posedge clk )
    if (reset)
      out <= 0;
    else
      out <= out + 1;
endmodule  
</file>
<file path="flow/run.sh">
#!/bin/bash
# OpenROAD 26Q1-2900-gdf79404cd8, Yosys 0.63+post, stock flow scripts
make -C /OpenROAD-flow-scripts/flow DESIGN_CONFIG=/design/flow/config.mk WORK_HOME=/design/flow/orfs finish
</file>
<file path="flow/config.mk">
export PLATFORM = sky130hd
export DESIGN_NAME = counter
export DESIGN_NICKNAME = counter
export VERILOG_FILES = /design/flow/design.v
export SDC_FILE = /design/flow/constraint.sdc
export NUM_CORES = 4
export LEC_CHECK = 1
export CORE_AREA = 10 10 70 70
export DIE_AREA = 0 0 80 80
</file>
<file path="flow/constraint.sdc">
current_design counter

set clk_period 2.3
set clk_io_pct 0.2

create_clock -name clk0 -period $clk_period [get_ports {clk}]

set non_clock_inputs [all_inputs -no_clocks]
set_input_delay [expr $clk_period * $clk_io_pct] -clock clk0 $non_clock_inputs
set_output_delay [expr $clk_period * $clk_io_pct] -clock clk0 [all_outputs]
</file>
==> ci_impl_report.md <==
### Flow metrics

| Metric | Value |
|---|---|
| Die area | 6400 um^2 |
| Synthesized area | ~300 um^2 |
| Outcome | complete, no violations |
| Routed via count | 266 |
| Pre-Repair DR Iteration Count | 4 |
| Port Buffers | 9 |
| Tool warnings | 25 |
| Slowest stage delay, CP | 0.50 ns |
| Setup slack, reg-to-reg | 0.98 ns |
| WHS Endpoint | out[0] |
| Yosys warns | 1 |
| Vias/cell | 2.96 |
| Sw Ratio | 0.201 |
| Initial DRC count | 30 |
| CP Capture Type | primary output |
| Final WS setup | around 0.66 ns |
| Setup violators final | 0 |
| IO Pins | 10 |
| Max reg flops | 8 |
| Cts repair resizes | 0 |
| Post-CTS Setup Inserts | 0 |
| Max_slew headroom | 0.801 |
| Internal Power | 0.215 mW |
| Final hold violations | 0 |
| Combinational power share | 0.066 |
| CP arrival | 1.18 ns |
| Antenna viol nets, final | 0 |
| Post-synth area from yosys stat | 304 um^2 |
| Critical R2R Launch | out[0] |
| CP cell instances | clkdlybuf4s50_1 |
| Core ar. | 3420 um^2 |
| Dpl ws | 0.931 ns |
| Logic area | roughly 140 um^2 |
| Layout cells sized above 1 | 0.0909 |
| Vias in the first global route | ~280 |
| Max FO, Critical Path | 5 |
| Mapped Avg Cell Area | about 9.2 um^2 |
| Largest net degree at the start of global routing | 9 |
| Final Wtd Congestion | 0.680 |
| N_diodes | 0 |
| First-pass GRT wire length | approximately 1400 um |
| Crit path required time | 1.84 ns |
| Unique cell types | 15 |
| CP startpoint kind | flip-flop |
| Power per cell area | 573 nW/um^2 |
| Max-slew violations | 0 |
| Kind of critical path | flip-flop to primary output |
| WHS Path Cells | 1 |
| # DRC | 0 |
| Worst-Margin Slew | approximately 0.30 ns |
| Fmax | 611 MHz |
| HP Class | flip-flop to flip-flop |
| Buffer and inverter count on the worst path | 1 |
| TritonCTS clock tree | done |
| GRT Residual Overflow | 0 |
| Worst-Skew Late Latency | about 0.25 ns |
| Tmin final | around 1.6 ns |
| WL final | 748 um |
| # Cells Yosys | 33 |
| Register area | 160 um^2 |
| Peak supply drop | 0.250 mV |
| Largest Register | out |
| Clock Tree Buf Depth | 2 |
| Global-route usage over all layers | 0.0277 |
| R2R depth | 4 |
| Synth Instances | 33 |
| H-tree Lvls | 1 |
| P_leak | 0.148 nW |
| RSZ-0062 raised after global routing | no |
| Cell row count | 21 |
| Largest registers | out (8) |
| Die X | roughly 80 um |
| CTS Hold Bufs | 0 |
| Initial antenna violation count | 0 |
| Final setup skew | 0.000981 ns |
| Worst-path clk slew | 0.05 ns |
| Die Y | approximately 80 um |
| Init Core Util | 0.0890 |
| Sink Count | 8 |
| Worst hold path startpoint | out[0] |
| CP delay by family, top | buffers and inverters |
| Clock share of power | 0.384 |
| Sequential power share | 0.551 |
| Psw | approximately 0.054 mW |
| Crit-path slowest cell | clkdlybuf4s50_1 |
| Clock root buffer | clkbuf_4 |
| Area grow syn2layout | 54.7% |
| Final worst path period share | 0.712 |
| Max_cap viols | 0 |
| Setup tns final | 0 ns |
| Fillers | between 300 and 400 |
| Post-synth regs | 8 |
| DR WL/cell | 8.31 um |
| Seq/Total Area, Yosys | 0.527 |
| Worst r2r dst | out[6] |
| CTS Buf Count | 3 |
| DP HPWL | slightly below 600 um |
cells in the final DEF (no fill, tap or decap):
master | netlist | layout
a21oi_1 | 3 | 3
and3_2 | 1 | 1
clkbuf_4 | 0 | 3
clkdlybuf4s50_1 | 0 | 9
dfxtp_1 | 8 | 8
ha_1 | 1 | 1
inv_1 | 1 | 1
nand2_1 | 1 | 1
nand3_1 | 2 | 2
nand4_1 | 1 | 1
nor2_1 | 4 | 4
nor2b_1 | 1 | 1
o21ai_0 | 3 | 3
or3_1 | 3 | 3
xnor2_1 | 2 | 2
xor2_1 | 1 | 1
power by group through the flow:
stage	clock network, mW	logic [mW]	registers (mW)
after global routing	0.121	0.0208	0.149
after CTS	0.107	0.0182	0.148
final	0.103	0.0177	0.148
per-layer routing:
metal,GRT usage,vias up,part of all wire
li1,-,135,-
met1,0.0350,117,0.50
met2,0.0305,14,0.29
met3,0.0307,0,0.21
met4,0.00352,0,0
met5,0,-,0
synth_stat cells:
cell,count,share of area
dfxtp_1,8,0.53
nor2_1,4,0.049
a21oi_1,3,0.049
o21ai_0,3,0.049
or3_1,3,0.062
nand3_1,2,0.033
xnor2_1,2,0.058
and3_2,1,0.025
clkbuf_1,1,0.012
ha_1,1,0.041
inv_1,1,0.012
nand2_1,1,0.012
nand4_1,1,0.021
nor2b_1,1,0.021
xor2_1,1,0.029
logic make-up (layout without fill, tap and decap cells):
family          after synthesis  after routing  synth area share
buf+inv                       2             13            0.0247
flops                         8              8             0.527
compound gates                6              6            0.0987
fa+ha+maj                     1              1            0.0411
simple gates                 13             13             0.222
xor+xnor                      3              3            0.0864
cell type report:
type | instances | share of cell area
Tap cell | 46 | 0.122
Inverter | 1 | 0.00798
Multi-Input combinational cell | 23 | 0.290
Sequential cell | 8 | 0.340
Clock buffer | 3 | 0.0479
Timing Repair Buffer | 9 | 0.191
worst max path at each step:
stage | start | end | slack (ns) | cells after the start
after CTS | out[4] | out[4] | 0.65 | 1
after global routing | out[4] | out[4] | 0.60 | 1
final | out[4] | out[4] | 0.66 | 1
stage by stage:
stage | instance area (um^2) | cells | power, mW | util | hold slack [ns]
floorplan | 304 | 33 | 0.157 | - | 0.426
global placement | 448 | 87 | 0.169 | 0.131 | 0.455
detailed placement | 448 | 87 | 0.169 | 0.131 | 0.466
CTS | 470 | 90 | 0.274 | 0.138 | 0.477
global route | 470 | 90 | 0.290 | 0.138 | 0.531
finish | 470 | 90 | 0.269 | 0.138 | 0.479
Power and IR drop assume default switching activity.

==> constraint.sdc <==
current_design memory

set clk_period 43.6
set clk_io_pct 0.2

create_clock -name clk0 -period $clk_period [get_ports {clk}]

set non_clock_inputs [all_inputs -no_clocks]
set_input_delay [expr $clk_period * $clk_io_pct] -clock clk0 $non_clock_inputs
set_output_delay [expr $clk_period * $clk_io_pct] -clock clk0 [all_outputs]
==> run.sh <==
#!/bin/bash
# OpenROAD 26Q1-2900-gdf79404cd8, Yosys 0.63+post, stock flow scripts
make -C /OpenROAD-flow-scripts/flow DESIGN_CONFIG=/design/flow/config.mk WORK_HOME=/design/flow/orfs finish
==> design.v <==
module memory #( 
	parameter WIDTH=8,
	parameter DATA=32)
	(
		input logic clk,
		input logic w,
		input logic[WIDTH-1:0] addr,
		output logic[DATA-1:0] data_o,
		input logic[DATA-1:0] data_i
	);
	reg [DATA-1:0] mem [2**WIDTH];
	always_ff @(posedge clk) begin
		if (w == 1) begin
			mem[addr] <= data_i;
		end 
	end
	always_ff @(posedge clk) begin
		if (w == 0) begin
			data_o <= mem[addr];
		end 
	end
endmodule
==> config.mk <==
export PLATFORM = sky130hd
export DESIGN_NAME = memory
export DESIGN_NICKNAME = memory
export VERILOG_FILES = /design/flow/design.v
export SDC_FILE = /design/flow/constraint.sdc
export NUM_CORES = 4
export LEC_CHECK = 1
export CORE_UTILIZATION = 50
export SYNTH_MEMORY_MAX_BITS = 65536
==> results.cfg <==
; generated from flow reports
[setup_path]
crit_slowest_cell = o41ai_2
startpoint_type = input port
required_ps = 44470
crit_chain = buf_16 -> buf_4 -> buf_4 -> buf_4 -> buf_4 -> buf_4 -> buf_4 -> buf_4 -> mux4_2 -> a22oi_1 -> a21oi_1 -> o41ai_2 -> buf_4 -> nand4_1
critPathMaxFanout = 63
cpMostUsedCell = buf_4
path_class = input port to flip-flop
cp_top_family = buffers and inverters
r2r_setup_slack_ps = 40190
critPathArrivalTime_ps = 16130
slowest_delay_ps = 950
cp-end-kind = flip-flop
worst-path-buf-inv = 9

[flow_run]
warnings = 30
cap_violations = 0

[route]
drtAntennaViolNets = 0
firstDrtPassIters = 5
vias = 146800
first_iter_violations = 9090
vias_per_cell = 6.418
wirelength_um = 878900
wl_per_cell_um = 38.42
route.detailed.drc = 0

[grt]
grt_pass1_vias = 165700
grt_first_pass_wirelength_um = 1227000
grt_use_met1_pct = 34.61
grt_max_degree = 102
use_met3_pct = 33.02
grt.total_usage_pct = 32.42
grt.met2_usage_pct = 43.34
grt_overflow_total = 0
grt-busiest-layer = met2
antenna_found_initial = 40

[synthesis]
syn_area_per_cell_um2 = 23.65
synth_cells = 13090
synth-simple-area-share_pct = 0.4882
yosys-mux-area-fraction_pct = 14.90
compound_area_share_pct = 3.673
synthXorXnorAreaFrac_pct = 0
syn_area_mm2 = 0.3096
yosys_warnings = 1
numSynthFlops = 8224
ys_seq_share_pct = 79.77
yosysCellCount = 13090
synthTopLogicFamily = multiplexers
synth_cell_types = 20
ys_area_mm2 = 0.3096
adder_share_pct = 0

[final_timing]
fin_crit_sh_pct = 34.99
tightest_slew_ps = 1421
drv_slew = 0
relSlewSlack_pct = 5.241
rsz0062_at_grt = no
tns_ps = 0
timing.fmax_mhz = 65.55
fin_crit_ps = 15260
setup_viol = 0
hold_viol = 0
fin_worst_skew_ps = 81.02

[floorplan]
placementRows = 288
die_area_mm2 = 0.6223
num_io_pins = 74
die_h_um = 788.9
core_mm2 = 0.6158
fp_util_pct = 50.27
chipWidth_um = 788.9

[worst_hold_path]
min_path_type = flip-flop to flip-flop

[clocking]
path_clk_slew_ps = 60
post_cts_resized = 0
cts_max_path_buffers = 4
clkLatencyLatePin_ps = 1190
htreeDepth = 6
postCtsSetupBuffers = 0
root_buffer = clkbuf_16
cts-hold-fix-buffers = 0
cts_tree = built
cts_sinks = 8224
cts_buffers = 808

[power]
power_density_mw_per_mm2 = 46.30
irDropWorstVdd_uv = 48.91
internal-power_mw = 12.85
clkPwrFrac_pct = 41.8
seqPwrFrac_pct = 53.5
switchingPower_mw = 3.482
combPwrFrac_pct = 4.7
switching_share_pct = 21.32
power.leakage_nw = 107.8

[cells_and_area]
final-seq-area_mm2 = 0.2470
layout-drive-gt1-share_pct = 30.02
area_growth_pct = 13.93
post-route-util_pct = 57.27
comb_area_mm2 = 0.06202
n_fill_cell = 42180

[place]
dp_hpwl_um = 499400
io_buffers = 73
place_congestion = 0.8775

[run_status]
outcome = complete, no violations
## stage by stage
stage | total power [mW] | cells | setup WS, ps | cell area [µm²] | hold slack (ps)
5_1_grt | 16.77 | 22850 | 27890 | 352700 | 1051
4_1_cts | 16.41 | 22810 | 28390 | 352500 | 971.2
3_3_place_gp | 9.650 | 21300 | 26330 | 326200 | 953.2
2_1_floorplan | 9.261 | 13090 | 31200 | 309600 | 895.6
3_5_place_dp | 9.670 | 21320 | 27140 | 326500 | 958.6
6_report | 16.33 | 22870 | 28340 | 352700 | 965.7
## flip-flops by register name, indices dropped and copies added, names as in the netlist
signal and flops:
data_o 32, mem 8192
## layout by cell type, fill, tap and decap left out, drive strengths merged
master and n:
a21oi 512, a22oi 1024, and2 3, buf 872
bufinv 70, clkbuf 1012, clkdlybuf4s50 38, clkinv 362
clkinvlp 22, diode 64, edfxtp 8224, inv 23
mux4 2048, nand2 25, nand2b 5, nand3 17
nand4 33, nor2 234, nor2b 8, nor3 27
o41ai 128, or2 2
## power groups by stage
stage | registers [mW] | logic (mW) | clock network, mW
4_1_cts | 8.74 | 0.769 | 6.91
5_1_grt | 8.74 | 0.818 | 7.22
6_report | 8.74 | 0.768 | 6.82
## worst reg2reg max path: stages, from the launching register on
cell and delay, ps:
edfxtp_1 360, mux4_2 470, a22oi_1 700, a21oi_1 380, o41ai_2 600, buf_4 360, nand4_1 180
## cell usage after synthesis
cell type  instances  area share (%)
a21oi_1          512            0.83
a22oi_1         1024             2.5
and2_1             3          0.0061
buf_1             88            0.11
buf_2            146            0.24
buf_4             48            0.12
buf_6             36            0.13
clkbuf_1         480            0.58
edfxtp_1        8224              80
inv_1              1          0.0012
mux4_2          2048              15
nand2_1           25           0.030
nand2b_1           5           0.010
nand3_1           17           0.027
nand4_1           33           0.067
nor2_1           234            0.28
nor2b_1            8           0.016
nor3_1            27           0.044
o41ai_1          128            0.36
or2_2              2          0.0040
## layer usage
| metal | part of all wire [%] | wire length (µm) |
|---|---|---|
| met1 | 26 | 229600 |
| met2 | 45 | 395600 |
| met3 | 24 | 206700 |
| met4 | 4.7 | 40900 |
| met5 | 0.69 | 6025 |
## kinds of logic after synthesis
group / count (synthesis)
AND/OR/NAND/NOR: 354
flip-flops: 8224
multiplexers: 2048
buffers and inverters: 799
AND-OR/OR-AND: 1664
## cell type report
cell class	instances	share of cell area (%)
Sequential cell	8224	70.02
Antenna cell	64	0.04541
Multi-Input combinational cell	4066	17.58
Tap cell	8120	2.880
Timing Repair Buffer	911	2.104
Clock buffer	1011	6.027
Clock inverter	476	1.343
Inverter	1	0.001064
## path summary, 6_finish.rpt
path,start,to,depth (start not counted)
max,addr[1],data_o[2],14
min,mem[210][30],data_o[30],5
max reg2reg,mem[15][4],data_o[4],6
min reg2reg,mem[210][30],data_o[30],5
Power figures rest on the tool's default switching activity, not on a simulated workload.

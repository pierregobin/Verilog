===== flow/design.v =====
module bitr_15_45(sel, in, out);
input [2:0] sel;
input [5:0] in;
output reg [5:0] out;
always @(sel, in) begin
	case (sel)
		0 : out = in;
		1 : out = in;
		2 : case (in)
			0 : out = 0;
			1 : out = 3;
			2 : out = 6;
			3 : out = 9;
			4 : out = 12;
			5 : out = 1;
			6 : out = 4;
			7 : out = 7;
			8 : out = 10;
			9 : out = 13;
			10 : out = 2;
			11 : out = 5;
			12 : out = 8;
			13 : out = 11;
			14 : out = 14;
			default : out = 0;
		endcase
		3:	case (in)
			0 : out = 0;
			1 : out = 15;
			2 : out = 30;
			3 : out = 5;
			4 : out = 20;
			5 : out = 35;
			6 : out = 10;
			7 : out = 25;
			8 : out = 40;
			9 : out = 1;
			10 : out = 16;
			11 : out = 31;
			12 : out = 6;
			13 : out = 21;
			14 : out = 36;
			15 : out = 11;
			16 : out = 26;
			17 : out = 41;
			18 : out = 2;
			19 : out = 17;
			20 : out = 32;
			21 : out = 7;
			22 : out = 22;
			23 : out = 37;
			24 : out = 12;
			25 : out = 27;
			26 : out = 42;
			27 : out = 3;
			28 : out = 18;
			29 : out = 33;
			30 : out = 8;
			31 : out = 23;
			32 : out = 38;
			33 : out = 13;
			34 : out = 28;
			35 : out = 43;
			36 : out = 4;
			37 : out = 19;
			38 : out = 34;
			39 : out = 9;
			40 : out = 24;
			41 : out = 39;
			42 : out = 14;
			43 : out = 29;
			44 : out = 44;
			default : out = 0;
		endcase
		4 : case(in)
			0 : out = 0;
			1 : out = 3;
			2 : out = 6;
			3 : out = 1;
			4 : out = 4;
			5 : out = 7;
			6 : out = 2;
			7 : out = 5;
			8 : out = 8;
			default: out=0;
		endcase
		default : out = 0;
	endcase
end
endmodule

===== flow/run.sh =====
#!/bin/bash
# OpenROAD 26Q1-2900-gdf79404cd8, Yosys 0.63+post, stock flow scripts
make -C /OpenROAD-flow-scripts/flow DESIGN_CONFIG=/design/flow/config.mk WORK_HOME=/design/flow/orfs finish

===== flow/config.mk =====
export PLATFORM = sky130hd
export DESIGN_NAME = bitr_15_45
export DESIGN_NICKNAME = bitr_15_45
export VERILOG_FILES = /design/flow/design.v
export SDC_FILE = /design/flow/constraint.sdc
export NUM_CORES = 4
export LEC_CHECK = 1
export CORE_AREA = 10 10 80 80
export DIE_AREA = 0 0 90 90

===== flow/constraint.sdc =====
current_design bitr_15_45

set clk_period 1.9
set clk_io_pct 0.2

create_clock -name clk0 -period $clk_period

set non_clock_inputs [all_inputs -no_clocks]
set_input_delay [expr $clk_period * $clk_io_pct] -clock clk0 $non_clock_inputs
set_output_delay [expr $clk_period * $clk_io_pct] -clock clk0 [all_outputs]

==> flow_summary_export.csv <==
group,metric,value,unit
route,diodes,0,
yosys,area_leaders,"ha_1 11%, mux2i_1 6.2%, mux4_2 5.6%",
final_timing,drv_slew,0,
yosys,ys_chip_area,811,sq um
grt,met3_usage,0.0838,%
power,leakagePower,0.752,nW
min_path,holdCritPathClass,"input port to output port",
placed_design,hpwl,2.27,mm
worst_setup_path,crit_path_max_fanout,2,
final_timing,finalHoldViolations,0,
floorplanning,floorplanUtilization,17.2,%
yosys,ys_cells,116,
final_layout,clock_buffers,0,
yosys,yosys.area.top_type,"ha_1",
grt,met2_usage,12.7,%
worst_setup_path,start_kind,"input port",
final_timing,setup_violations,6,
grt,gr-usage-met1,11.2,%
grt,grt_max_degree,11,
final_timing,post-route-min-period,2210,ps
worst_setup_path,path_class,"input port to output port",
run_status,violations,"setup timing",
final_timing,max_freq,0.452,GHz
yosys,yosysMostFrequentCell,"nand2_1",
final_layout,drive_gt1_share,60.4,%
route,firstDrtPassIters,4,
final_timing,worstMarginPinSlew,342,ps
floorplanning,die_area,8100,sq um
yosys,postSynthSeqShare,0,%
yosys,yosysWarnings,1,
run,drv_cap,0,
route,drt_iter0_drc,91,
route,drc,0,
yosys,synthDistinctLibCells,46,
floorplanning,die_y,90,um
final_layout,n_sequential_cell,0,
yosys,syn-mean-instance-area,6.99,sq um
grt,overflow,0,
grt,antenna_found_initial,0,
floorplanning,io_pins,15,
worst_setup_path,crit_arrival,1830,ps
route,ant_nets,0,
final_timing,rsz0062_at_grt,"yes",
placed_design,place_ws,-1170,ps
placed_design,place_congestion,0.891,
power,powerDensity,221,nW/um^2
placed_design,place_area,1330,sq um
grt,grt_pass1_wl,5.44,mm
run,warnings,41,
route,via_count,1171,
grt,grt_usage,7.58,%
grt,grt_pass1_vias,1149,
floorplanning,fp.dieW,90,um
final_timing,slew_headroom,77.1,%
min_path,min_path_cells,5,
final_timing,worst_slack,-313,ps
route,routed_via_density,4.61,
floorplanning,row_count,25,
yosys,netlist.area_leader.share,10.8,%
yosys,synthCells,116,
final_layout,syn_to_final_growth,106,%
worst_setup_path,critPathRequiredTime,1520,ps
final_layout,seq_area,0,sq um
power,power.total,370,uW
final_layout,fillCellCount,452,
final_timing,whs,1210,ps
run_status,outcome,"complete, but fails checks",
yosys,synth_area,811,sq um
grt,top_usage_layer,"met2",
power,ir_drop,0.000107,V
worst_setup_path,cp-end-kind,"output port",
route,wl_per_cell,13.1,um
placed_design,portBuffers,15,
final_layout,post-route-util,35.3,%
floorplanning,coreArea,4720,sq um
yosys,top_cells_by_count,"11 x nand2_1, 8 x a21oi_1, 8 x nor2_1, 8 x o21ai_0",
final_timing,post-route-period-util,116,%
route,totalWireLength,3.33,mm
final_layout,final_area,1670,sq um
## timing repair
action,in CTS,in global routing
buffers inserted,24,0
hold buffers,0,0
setup endpoints to repair,6,6
pin swaps,24,11
resized,113,7
## through the flow
| step | instances | setup TNS [ps] |
|---|---|---|
| after global routing | 254 | -1470 |
| after CTS | 255 | -1250 |
| final | 254 | -1130 |
| after detailed placement | 231 | -6440 |
| after global placement | 231 | -6360 |
| after floorplan | 116 | -146 |
## cell families after synthesis
kind of cell,after synthesis,synth area share [%]
fa+ha+maj,8,12.0
xor+xnor,1,1.08
simple gates,39,25.3
compound gates,43,35.3
mux,9,16.4
buf+inv,16,9.88
## per-layer routing
layer  part of all wire, %  wire (um)  vias to the layer above
li1                      -          -                      580
met5                     0          0                        -
met1                    51       1690                      559
met3                   3.3        109                        0
met4                     0          0                        0
met2                    46       1520                       32
## final timing paths
kind              startpoint  endpoint  slack [ps]
hold / removal        sel[0]    out[0]        1210
setup / recovery       in[5]    out[2]        -310
## critical path, stage by stage
cell and delay, ps:
buf_6 90, or3_4 390, buf_6 120, o31a_1 220, or3_1 330, o41ai_2 70, a211o_1 150, buf_2 90
## area by class of cell
type / count / area [sq um] / share of cell area [%]
well taps: 67 / 83.8 / 5.02
inverters: 7 / 43.8 / 2.62
repair buffers: 80 / 679 / 40.7
multi-input cells: 100 / 862 / 51.6
## layout by cell type (no fill, tap or decap), drive strengths merged, types with 3 or more instances in the layout
master and instances:
buf 78, o21ai 13, nand2 11, nor2 8
a21oi 8, inv 7, ha 7, mux2i 5
or3 4, mux4 3, a211oi 3, nand2b 3
## power breakdown
part	internal [mW]	switching [mW]
combinational	0.208	0.162
clock	0	0
sequential	0	0
No activity file was given, so power comes from the tool's default toggle rates.
